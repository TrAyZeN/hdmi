==> /design/flow/design.v <==
`default_nettype none
module serializer #(
    parameter integer WIDTH = 10
) (
    input clk,
    input rst,
    input we,
    input [WIDTH-1:0] data_in,
    output serial_out
);
  reg [WIDTH-1:0] piso_shift_register;
  assign serial_out = piso_shift_register[0];
  always @(posedge clk or posedge rst) begin
    if (rst) begin
      for (integer i = 0; i < WIDTH; i = i + 1) begin
        piso_shift_register[i] <= 1'b0;
      end
    end else begin
      if (we) begin
        piso_shift_register <= data_in;
      end else begin
        for (integer i = 0; i + 1 < WIDTH; i = i + 1) begin
          piso_shift_register[i] <= piso_shift_register[i+1];
        end
      end
    end
  end
endmodule
==> /design/flow/run.sh <==
#!/bin/bash
# OpenROAD 26Q1-2900-gdf79404cd8, Yosys 0.63+post, stock flow scripts
make -C /OpenROAD-flow-scripts/flow DESIGN_CONFIG=/design/flow/config.mk WORK_HOME=/design/flow/orfs finish
==> /design/flow/config.mk <==
export PLATFORM = sky130hd
export DESIGN_NAME = serializer
export DESIGN_NICKNAME = serializer
export VERILOG_FILES = /design/flow/design.v
export SDC_FILE = /design/flow/constraint.sdc
export NUM_CORES = 4
export LEC_CHECK = 1
export CORE_AREA = 10 10 70 70
export DIE_AREA = 0 0 80 80
==> /design/flow/constraint.sdc <==
current_design serializer

set clk_period 1.1
set clk_io_pct 0.2

create_clock -name clk0 -period $clk_period [get_ports {clk}]

set non_clock_inputs [all_inputs -no_clocks]
set_input_delay [expr $clk_period * $clk_io_pct] -clock clk0 $non_clock_inputs
set_output_delay [expr $clk_period * $clk_io_pct] -clock clk0 [all_outputs]
==> results_dict.tcl <==
# flow metrics
set metrics [dict create \
    drv_cap 0 \
    grt_pass1_vias 269 \
    status "completed" \
    final_cell_mix "clkdlybuf4s50_1, mux2_4, dfrtp_1" \
    wl_per_cell_microns 9.25 \
    crit_path_end_kind "register" \
    grt_max_degree 11 \
    clk_pin_slew_ps 70 \
    ant_nets 0 \
    min_path_type "in2async" \
    largest_reg_flops 10 \
    floorplan.core_util 0.122 \
    final_cells 85 \
    lay_top_count "clkdlybuf4s50_1" \
    cts_tree "done" \
    rsz0062_at_grt "no" \
    io_pins 14 \
    largest_register "piso_shift_register" \
    syn_to_final_growth_pct 56.0 \
    max_stage_delay_ps 500 \
    setup_viol 0 \
    numCtsBuffers 3 \
    topCellsByArea "dfrtp_1, mux2_4, buf_6" \
    drt_drc_violations_left 0 \
    drt_iter0_drc 19 \
    p_leak_nw 0.286 \
    yosysCellCount 22 \
    dr.pass1.iters 2 \
    tightest_slew_ps 362 \
    synth_flop_count 10 \
    die_h_microns 80 \
    portBuffers 13 \
    dr_total_vias 224 \
    critPathSlowestCell "clkdlybuf4s50_1" \
    yosysWarnings 1 \
    place_area_sq_um 612 \
    cp_max_fo 10 \
    netlist_instances 22 \
    required_ps 1250 \
    reg2reg_depth 1 \
    cts_hold_buf 0 \
    finalClockPeriodUsage 0.940 \
    rows 21 \
    finish.utilization 0.190 \
    top_area_cell "dfrtp_1" \
    start_kind "input pin" \
    n_antenna_cell 0 \
    post_cts_buffers 0 \
    cts_root_buffer "clkbuf_4" \
    synthesis.area_sq_um 415 \
    top_regs "piso_shift_register (10)" \
    antenna_found_initial 0 \
    cts.sinks 10 \
    fp.dieW_microns 80 \
    dp.cells 81 \
    h-tree-depth 1 \
    fin_setup_tns_ps 0 \
    fin_area_sq_um 648 \
    drive_gt1_frac 0.385 \
    ys_types 4 \
    critPathArrivalTime_ps 1180 \
    synth_top_area_share 0.602 \
    hold_violations 0 \
    gp_congestion 0.632 \
    layout_min_cycle_time_ps 1030 \
    relSlewSlack 0.759 \
    finalPower_mw 0.873 \
    tool_warnings 25 \
    slew_violations 0 \
    core_area_sq_um 3420 \
    fin_worst_skew_ps 6.06 \
    power_density_nw_per_um2 1350 \
    cts.path.max_buffers 2 \
    avgViaCountPerCell 2.64 \
    fmaxAchievable_ghz 0.967 \
    cp_cell_sequence "clkdlybuf4s50_1 -> buf_12 -> mux2_4" \
    die_area_sq_um 6400 \
    peakVddDrop_mv 0.347 \
    grtUsageTotal 0.0270 \
    avgSynthCellArea_sq_um 18.9 \
    routed_wl_microns 786 \
    ys_seq_frac 0.602 \
    crit_type "in2reg" \
    clk_latency_ps 260 \
    globalRoute.totalOverflow 0 \
    ys_chip_area_sq_um 415 \
    grt_pass1_wl_microns 1300 \
]
critical path, delay by kind of cell:
family | cells | cell delay, ps
buffers and inverters | 2 | 650
muxes | 1 | 310
logic make-up (layout without fill, tap and decap cells):
group                  after synthesis  count (layout)  share of synthesized area
flip-flops                          10              10                      0.602
multiplexers                        10              10                      0.361
buffers and inverters                2              19                     0.0361
layout make-up:
type	instances	area (sq um)
multi-input combinational	10	150
tap	46	57.6
fill	376	2770
clock buffer	4	36.3
sequential	10	250
inverter	1	3.75
timing repair buffer	14	150
timing repair:
item / CTS / global route
pin swaps: 0 / 0
cloned: 0 / 0
endpoints found under the hold margin: 0 / 0
setup endpoints to repair: 1 / 1
gates resized: 1 / 1
power breakdown:
group | internal (mW) | switching, mW | total [mW]
combinational | 0.103 | 0.0336 | 0.136
sequential | 0.404 | 0.0107 | 0.415
clock | 0.201 | 0.121 | 0.322
path summary, 6_finish.rpt:
path / from / endpoint / slack [ps]
worst min-delay path: rst / piso_shift_register[1]$_DFF_PP0_ / 220
worst max register to register: piso_shift_register[9]$_DFFE_PP0P_ / piso_shift_register[9]$_DFFE_PP0P_ / 340
worst min register to register: piso_shift_register[4]$_DFF_PP0_ / piso_shift_register[3]$_DFF_PP0_ / 470
worst max-delay path: we / piso_shift_register[2]$_DFF_PP0_ / 70
max in group asynchronous: rst / piso_shift_register[9]$_DFFE_PP0P_ / 610
min in group clk0: piso_shift_register[4]$_DFF_PP0_ / piso_shift_register[3]$_DFF_PP0_ / 470
cells in the mapped netlist:
cell type	n
buf_6	1
dfrtp_1	10
mux2_4	10
inv_1	1
through the flow:
step	hold WS [ps]	setup slack (ps)
floorplan	60.2	318
global route	250	40.2
detailed placement	465	-213
global placement	463	-209
CTS	234	15.3
finish	219	65.5
routing by layer:
layer  track usage  up-vias  share of wire
li1              -      107              -
met1        0.0332      104           0.44
met2        0.0361       11           0.41
met3        0.0227        2           0.13
met4       0.00352        0          0.010
met5             0        -              0
Power and IR drop assume default switching activity.
