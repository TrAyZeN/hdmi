==> design.v <==
`default_nettype none
module tmds_encoder (
    input [7:0] d,
    input c0,
    input c1,
    input de,
    input signed [4:0] cnt_prev,
    output reg [9:0] q_out,
    output reg signed [4:0] cnt
);
  reg [3:0] n1_d;
  reg [8:0] q_m;
  reg [3:0] n1_q_m;
  reg [3:0] n0_q_m;
  always @(*) begin
    n1_d = d[0] + d[1] + d[2] + d[3] + d[4] + d[5] + d[6] + d[7];
    if (n1_d > 4 || (n1_d == 4 && d[0] == 0)) begin
      q_m[0] = d[0];
      q_m[1] = ~(q_m[0] ^ d[1]);
      q_m[2] = ~(q_m[1] ^ d[2]);
      q_m[3] = ~(q_m[2] ^ d[3]);
      q_m[4] = ~(q_m[3] ^ d[4]);
      q_m[5] = ~(q_m[4] ^ d[5]);
      q_m[6] = ~(q_m[5] ^ d[6]);
      q_m[7] = ~(q_m[6] ^ d[7]);
      q_m[8] = 1'b0;
    end else begin
      q_m[0] = d[0];
      q_m[1] = q_m[0] ^ d[1];
      q_m[2] = q_m[1] ^ d[2];
      q_m[3] = q_m[2] ^ d[3];
      q_m[4] = q_m[3] ^ d[4];
      q_m[5] = q_m[4] ^ d[5];
      q_m[6] = q_m[5] ^ d[6];
      q_m[7] = q_m[6] ^ d[7];
      q_m[8] = 1'b1;
    end
    n1_q_m = q_m[0] + q_m[1] + q_m[2] + q_m[3] + q_m[4] + q_m[5] + q_m[6] + q_m[7];
    n0_q_m = ~q_m[0] + ~q_m[1] + ~q_m[2] + ~q_m[3] + ~q_m[4] + ~q_m[5] + ~q_m[6] + ~q_m[7];
    if (de == 1'b1) begin
      if (cnt_prev == 0 || (n1_q_m == n0_q_m)) begin
        q_out[9]   = ~q_m[8];
        q_out[8]   = q_m[8];
        q_out[7:0] = q_m[8] ? q_m[7:0] : ~q_m[7:0];
        if (q_m[8] == 1'b0) begin
          cnt = cnt_prev + (n0_q_m - n1_q_m);
        end else begin
          cnt = cnt_prev + (n1_q_m - n0_q_m);
        end
      end else begin
        if ((cnt_prev > 0 && n1_q_m > n0_q_m) || (cnt_prev < 0 && n0_q_m > n1_q_m)) begin
          q_out[9] = 1'b1;
          q_out[8] = q_m[8];
          q_out[7:0] = ~q_m[7:0];
          cnt = cnt_prev + 2 * q_m[8] + (n0_q_m - n1_q_m);
        end else begin
          q_out[9] = 1'b0;
          q_out[8] = q_m[8];
          q_out[7:0] = q_m[7:0];
          cnt = cnt_prev - (2 * ((~q_m[8]) & 1)) + (n1_q_m - n0_q_m);
        end
      end
    end else begin
      cnt = 0;
      case ({
        c1, c0
      })
        2'b00: q_out = 10'b1101010100;
        2'b01: q_out = 10'b0010101011;
        2'b10: q_out = 10'b0101010100;
        2'b11: q_out = 10'b1010101011;
      endcase
    end
  end
endmodule
==> run.sh <==
#!/bin/bash
# OpenROAD 26Q1-2900-gdf79404cd8, Yosys 0.63+post, stock flow scripts
make -C /OpenROAD-flow-scripts/flow DESIGN_CONFIG=/design/flow/config.mk WORK_HOME=/design/flow/orfs finish
==> config.mk <==
export PLATFORM = sky130hd
export DESIGN_NAME = tmds_encoder
export DESIGN_NICKNAME = tmds_encoder
export VERILOG_FILES = /design/flow/design.v
export SDC_FILE = /design/flow/constraint.sdc
export NUM_CORES = 4
export LEC_CHECK = 1
export CORE_UTILIZATION = 30
==> constraint.sdc <==
current_design tmds_encoder

set clk_period 13.4
set clk_io_pct 0.2

create_clock -name clk0 -period $clk_period

set non_clock_inputs [all_inputs -no_clocks]
set_input_delay [expr $clk_period * $clk_io_pct] -clock clk0 $non_clock_inputs
set_output_delay [expr $clk_period * $clk_io_pct] -clock clk0 [all_outputs]
==> job_summary.md <==
### Flow metrics

| Metric | Value |
|---|---|
| Crit path time final | `13.15 ns` |
| Log Warnings | `39` |
| Die height | `91.5 um` |
| Final Util | `0.428` |
| Most frequent CP cell | `fa_1` |
| # setup viols final | `0` |
| Drt first-iter violations | `44` |
| Post-Syn Area | `2400 um2` |
| Worst endpoint data arrival time | `10.47 ns` |
| Worst slack, placed | `-0.294 ns` |
| Tightest Hold Check Type | `primary input to output port` |
| Vias in the first global route | `2039` |
| Diode count | `0` |
| Synthesized area per cell | `8.47 um2` |
| Io pins | `31` |
| Num rows | `32` |
| Yosys Chip Area | `2400 um2` |
| Routed WL | `5630 um` |
| CP Capture Type | `output port` |
| Syn. warnings | `1` |
| Outcome | `finished, final reports clean` |
| Largest net degree at the start of global routing | `22` |
| Core area | `7730 um2` |
| Final Instance Area | `3310 um2` |
| # DRC | `0` |
| CP startpoint | `d[3]` |
| Top cell type's share of synthesized area | `0.216` |
| Final TNS setup | `0 ns` |
| Synth area leader | `fa_1` |
| Worst-Margin Slew | `0.715 ns` |
| FILL cells | `727` |
| GPL Wtd Cong | `0.856` |
| Mapped Cells | `284` |
| Antenna viol nets, final | `0` |
| Cells in synth_stat.txt | `284` |
| First-pass GRT wire length | `9410 um` |
| Max Cap Violations | `0` |
| Count leader, synth | `inv_1` |
| Worst rel slew slack | `0.522` |
| TritonRoute pass-1 iters | `4` |
| Biggest area cells | `fa_1, ha_1, inv_1` |
| Hold Startpoint | `d[0]` |
| CP max-delay cell | `fa_1` |
| Post-DR vias/cell | `4.72` |
| Sequential share of the synthesized area | `0` |
| CP max stage delay | `0.54 ns` |
| Comb area | `2280 um2` |
| Dpl hpwl | `4850 um` |
| Final WS setup | `0.251 ns` |
| Layout cell share with drive strength beyond 1 | `0.228` |
| Register Area | `0 um2` |
| Critical Setup Path Class | `primary input to output port` |
| Port Buf Inserts | `31` |
| Grt ovf | `0` |
| Setup crit start kind | `primary input` |
| Achievable Freq | `76.1 MHz` |
| FP Core Util | `0.311` |
| Fin. Hold Viols | `0` |
| Layout clock buffers | `0` |
| Flops | `0` |
| Via Count | `2158` |
| Die ar. | `8380 um2` |
| Placed cell areas | `3080 um2` |
| Distinct cells, synth | `53` |
| Post-CTS Hold Buffers | `0` |
| Final period utilization | `0.981` |
| P&R area growth vs syn | `37.7%` |
| Total GRT Usage | `0.143` |
| Req. time, crit path | `10.72 ns` |
| Antenna violations before repair | `0` |
| Post-synth top cells | `inv_1, ha_1, fa_1` |
| Die X | `91.5 um` |
| CP Max Fanout | `5` |
| DR WL/cell | `12.3 um` |
| Max Slew Vio Count | `0` |
-- timing repair --
action                                  4_1_cts  5_1_grt
pin swaps                                    19       22
endpoints found under the setup margin       13       13
cloned                                        0        0
resized                                      18       24
setup buffers                                 5        6
-- final timing paths --
kind	end	slack [ns]	cells after the start
setup / recovery	cnt[3]	0.25	29
hold / removal	q_out[0]	6.19	5
-- logic make-up (layout without fill, tap and decap cells) --
logic type / Yosys count / count (layout) / share of synthesized area
buffers and inverters: 69 / 140 / 0.112
adders and majority gates: 67 / 67 / 0.430
xor gates and xnor gates: 29 / 29 / 0.125
muxes: 13 / 13 / 0.0552
and+or+nand+nor: 50 / 50 / 0.110
AOI/OAI and AO/OA: 56 / 56 / 0.168
-- through the flow --
stage	hold WS, ns	instances
after floorplan	5.54	284
after CTS	6.35	451
after detailed placement	6.53	446
after global routing	6.23	457
after global placement	6.52	446
final	6.19	457
-- worst max-delay path: cells and delay by family --
kind / cells / cell delay [ns]
XOR/XNOR: 2 / 0.27
multiplexers: 1 / 0.09
AND-OR/OR-AND: 2 / 0.42
buffers and inverters: 8 / 1.02
AND/OR/NAND/NOR: 2 / 0.23
adder cells (fa/ha/maj): 14 / 5.75
-- final cells by class --
type | count | share of cell area
inverters | 62 | 0.0703
repair buffers | 78 | 0.204
multi-input cells | 215 | 0.687
well taps | 102 | 0.0385
-- cells in the final DEF, fill, tap and decap left out, types with 2 or more instances in the layout --
cell,count
a21oi_1,9
nor3_1,6
nor2_1,11
fa_1,22
nand3_1,3
xnor2_1,16
mux2i_4,2
o21ai_0,8
xor2_1,4
ha_2,3
o221ai_1,4
nand2_1,11
nand3b_1,2
buf_4,43
mux2i_1,9
a31oi_1,3
o21a_1,4
nor4_1,2
fa_2,4
ha_1,38
xnor2_2,5
xor2_2,2
inv_2,3
or4_1,2
inv_1,59
a21oi_2,2
clkdlybuf4s50_1,27
buf_6,4
a21o_1,9
nand4_1,3
-- metal layers --
layer | vias to the layer above | global-route usage | wire (um) | share of wire
met5 | - | 0 | 0 | 0
met4 | 0 | 0.00529 | 28 | 0.0050
met3 | 2 | 0.0170 | 209 | 0.037
met2 | 36 | 0.229 | 2590 | 0.46
met1 | 1010 | 0.223 | 2810 | 0.50
li1 | 1110 | - | - | -
